`./config.mk`:
```
export PLATFORM = sky130hd
export DESIGN_NAME = sram_16
export DESIGN_NICKNAME = sram_16
export VERILOG_FILES = /design/flow/design.v
export SDC_FILE = /design/flow/constraint.sdc
export NUM_CORES = 4
export LEC_CHECK = 1
export CORE_UTILIZATION = 50
```
`./constraint.sdc`:
```
current_design sram_16

set clk_period 2.9
set clk_io_pct 0.2

create_clock -name clk0 -period $clk_period [get_ports {clk}]

set non_clock_inputs [all_inputs -no_clocks]
set_input_delay [expr $clk_period * $clk_io_pct] -clock clk0 $non_clock_inputs
set_output_delay [expr $clk_period * $clk_io_pct] -clock clk0 [all_outputs]
```
`./design.v`:
```
module sram_16(input clk, rst, wr, 
               input wire [4:0]Addr,
               input wire [5:0]Data,
               output reg [5:0]Rout);
reg [5:0] mem [0:31];
always@(posedge clk)begin
      if(!rst)begin
      Rout <= 6'b0;
      end 
      else if(wr)begin
      mem[Addr] <= Data;
      end
      else begin
      Rout <= mem[Addr];
      end
end
endmodule
```
`./run.sh`:
```
#!/bin/bash
# OpenROAD 26Q1-2900-gdf79404cd8, Yosys 0.63+post, stock flow scripts
make -C /OpenROAD-flow-scripts/flow DESIGN_CONFIG=/design/flow/config.mk WORK_HOME=/design/flow/orfs finish
```
==> flow_metrics.tcl <==
# flow metrics
set metrics [dict create \
    status "finished, final reports clean" \
    ys.warnings.count 1 \
    cts_buffers 17 \
    fin_util_pct 60.3 \
    grt_overflow 0 \
    ctsHoldBuffers 0 \
    layout-drive-gt1-share_pct 22.8 \
    power_leakage_nw 3.06 \
    r2r_cells 5 \
    r2r_start "mem[27][2]" \
    grt_max_degree 36 \
    r2r_slack_ns 1.24 \
    grt_pass1_wl_mm 26.3 \
    setup.worst_path.start_class "primary input" \
    cp.required_ns 3.21 \
    antennaDiodeCount 0 \
    clock_latency_ns 0.44 \
    ys_cells 409 \
    ys_ff 198 \
    fp-utilization_pct 51.4 \
    slew_violations 0 \
    cts-root-buf "clkbuf_16" \
    fillers 1132 \
    cp-startpoint "Addr[0]" \
    dp_hpwl_mm 11.5 \
    vias_per_cell 5.83 \
    rsz0062_at_grt "no" \
    drt_iter0_markers 280 \
    logic_area_um2 1790 \
    p_per_area_nw_per_um2 649 \
    seq_area_frac_synth_pct 75.0 \
    syn-instance-count 409 \
    hp-class "reg2reg" \
    io-pin-count 20 \
    routedWlPerCell_um 24.5 \
    synth_cell_type_count 43 \
    worstSetupPathType "in2reg" \
    ff_type "edfxtp_1" \
    finalSetupViolCount 0 \
    syn2layout_area_growth_pct 17.3 \
    end_kind "flop" \
    crit_slowest_cell "mux4_1" \
    edf_count 192 \
    drtAntennaViolNets 0 \
    core_area_um2 15300 \
    antenna_found_initial 0 \
    setup_tns_ns 0 \
    ir_drop_mv 0.354 \
    tightest_slew_ns 0.658 \
    cts.repair.resized 0 \
    clkSinkCount 198 \
    io_buffers 19 \
    maxSlewHeadroom_pct 55.9 \
    vias 4119 \
    clk_pin_slew_worst_paths_ns 0.07 \
    grt_usage_pct 25.6 \
    fmax_ghz 0.458 \
    routed_wl_mm 17.3 \
    die_area_um2 16200 \
    die_h_um 127 \
    gp_congestion 1.01 \
    crit_path_cell_trace "buf_2 -> buf_12 -> mux4_1 -> a22oi_1 -> and3_1 -> a31oi_1" \
    clock_path_buffers 2 \
    finalCritPeriodShare_pct 75.4 \
    grt_pass1_vias 4316 \
    finalInstanceArea_um2 9210 \
    min_period_ns 2.19 \
    ys_area_um2 7850 \
    regArea_um2 5890 \
    cts_setup_buffers 0 \
    crit_end "Rout[5]" \
    avgSynthCellArea_um2 19.2 \
    cts_tree "yes" \
    cp_max_fo 22 \
    drcViolationCount 0 \
    num_rows 45 \
    warnings 25 \
    critPathMaxStageDelay_ns 0.61 \
    hold-worst-slack_ns 0.542 \
    maxCapViolCount 0 \
    cp.arrival_ns 2.50 \
    htreeDepth 4 \
    async_flop_share_pct 0 \
    die_x_um 127 \
    r2r-end "Rout[2]" \
    hold_viol 0 \
    place_area_um2 8580 \
    fin_skew_ns 0.0150 \
    dr.pass1.iters 4 \
    netlist_area_um2 7850 \
]
per-layer routing:
metal  vias up  share of wire [%]  GRT usage, %
met1      2074                 41          43.9
met3        26                 10          11.8
met5         -                  0             0
met4         0                1.9          4.06
met2       179                 47          35.5
li1       1840                  -             -
layout make-up:
class / instances / share of cell area [%]
Multi-Input combinational cell: 186 / 19.4
Tap cell: 211 / 2.87
Timing Repair Buffer: 77 / 6.85
Sequential cell: 198 / 63.9
Clock buffer: 18 / 4.66
Clock inverter: 14 / 2.15
Inverter: 3 / 0.122
where the power goes:
part	total, W	switching (W)	internal, W
logic	0.000318	0.000185	0.000133
clock network	0.00249	0.00103	0.00146
registers	0.00317	0.00000897	0.00316
total	0.00597	0.00122	0.00475
kinds of logic after synthesis:
group                  share of synthesized area [%]
DFF                                             75.0
and+or+nand+nor                                 4.75
muxes                                           13.9
AOI/OAI and AO/OA                               4.16
buffers and inverters                           2.22
layout by cell type, fill, tap and decap left out, types with 3 or more instances in the layout:
| master | count |
|---|---|
| and3_1 | 3 |
| nor4_1 | 3 |
| nor3_1 | 4 |
| mux4_1 | 11 |
| o221ai_1 | 3 |
| inv_1 | 3 |
| bufinv_16 | 4 |
| clkbuf_16 | 17 |
| a31oi_1 | 6 |
| buf_4 | 58 |
| o22a_1 | 3 |
| nand2b_1 | 4 |
| mux2i_1 | 27 |
| nand2_1 | 5 |
| o22ai_1 | 6 |
| a22oi_1 | 8 |
| a21oi_1 | 6 |
| clkdlybuf4s50_1 | 17 |
| dfxtp_1 | 6 |
| nand3b_1 | 3 |
| o21ai_0 | 6 |
| nor2_1 | 40 |
| mux4_2 | 22 |
| nand4_1 | 3 |
| inv_6 | 4 |
| edfxtp_1 | 192 |
per-stage QoR:
| stage | std cells | setup WS (ns) | power, W |
|---|---|---|---|
| 6_report | 707 | 0.714 | 0.00597 |
| 5_1_grt | 707 | 0.626 | 0.00615 |
| 4_1_cts | 707 | 0.741 | 0.00602 |
| 3_5_place_dp | 675 | 0.285 | 0.00355 |
| 3_3_place_gp | 675 | 0.259 | 0.00355 |
| 2_1_floorplan | 409 | 0.663 | 0.00340 |
synth_stat cells (3+ instances only):
cell type  instances  area [um2]
o22a_1             3        26.3
a22oi_1            8        60.1
nor2_1            40         150
buf_6              4        45.0
o22ai_1            6        37.5
inv_1              3        11.3
buf_2              6        30.0
dfxtp_1            6         120
nand2b_1           4        25.0
buf_4              7        52.6
a21oi_1            6        30.0
nand4_1            3        18.8
mux4_2            22         495
mux2i_1           27         270
nand2_1            5        18.8
clkbuf_1           4        15.0
a31oi_1            6        37.5
edfxtp_1         192        5770
and3_1             3        18.8
o21ai_0            6        30.0
nor3_1             4        20.0
nand3b_1           3        22.5
o221ai_1           3        26.3
mux4_1            11         289
nor4_1             3        18.8
worst min-delay path by stage:
stage | cells past startpoint | from | end | slack, ns
4_1_cts | 2 | Rout[3] | Rout[3] | 0.55
5_1_grt | 1 | Rout[4] | Rout[4] | 0.59
6_report | 2 | Rout[3] | Rout[3] | 0.54
worst max-delay path: cells and delay by family:
kind	cells	cell delay (ns)
compound gates	2	0.34
buf+inv	2	0.77
simple gates	1	0.19
mux	1	0.61
flip-flops by register name, summed over array words and instances (netlist names):
name	count
mem	192
Rout	6
No activity file was given, so power comes from the tool's default toggle rates.
