--- ./design.v ---
module alu_4bit ( 
     	input [3:0]a,b,
	input[2:0]alu_op, 
	output reg [ 3: 0] result,
	output reg  carry_out,zero );
always@(*) begin
   case(alu_op) 
  		3'b000: {carry_out, result} = a + b;
		3'b001: {carry_out, result} = a - b;
		3'b010: result= a & b;
		3'b011: result= a | b;
		3'b100: result= a ^ b;
		3'b101: result= ~(a | b);
		3'b110: result= a << 1;
		3'b111: result= a >> 1;
		default: result = 4'b0000;
   endcase
   zero = (result == 4'b0000);
end
endmodule
--- ./run.sh ---
#!/bin/bash
# OpenROAD 26Q1-2900-gdf79404cd8, Yosys 0.63+post, stock flow scripts
make -C /OpenROAD-flow-scripts/flow DESIGN_CONFIG=/design/flow/config.mk WORK_HOME=/design/flow/orfs finish
--- ./config.mk ---
export PLATFORM = sky130hd
export DESIGN_NAME = alu_4bit
export DESIGN_NICKNAME = alu_4bit
export VERILOG_FILES = /design/flow/design.v
export SDC_FILE = /design/flow/constraint.sdc
export NUM_CORES = 4
export LEC_CHECK = 1
export CORE_AREA = 10 10 70 70
export DIE_AREA = 0 0 80 80
--- ./constraint.sdc ---
current_design alu_4bit

set clk_period 3.4
set clk_io_pct 0.2

create_clock -name clk0 -period $clk_period

set non_clock_inputs [all_inputs -no_clocks]
set_input_delay [expr $clk_period * $clk_io_pct] -clock clk0 $non_clock_inputs
set_output_delay [expr $clk_period * $clk_io_pct] -clock clk0 [all_outputs]
==> results_slide.txt <==
Key Metrics from the Run

Setup path
  – Worst path arrival time: 2.63 ns
  – Worst-path maximum fanout: 2
  – Worst setup path start: a[0]
  – Crit start category: input port
  – Critical setup path kind: input port to output pin
  – Critical Path Sink Type: output pin
  – Required time of the critical path: 2.72 ns
  – Endpoint of the most critical setup path: result[2]

Global route
  – Global-route wire length before repair: 2787 µm
  – Number of global-route vias before repair: 662
  – Aggregate global routing overflow: 0
  – Antenna violations before repair: 0
  – Overall track demand over capacity in global routing: 4.969%
  – Largest net degree at the start of global routing: 11

Layout
  – Filler Cell Count: 365
  – Number of standard cells in the final layout excluding fillers: 168
  – Post-synthesis to final-layout area growth: 70.30%
  – Total area of multi-input combinational cells: 605.6 µm²
  – Share of final-layout standard cells stronger than drive strength 1: 36.89%
  – Final instance area: 0.001076 mm²
  – Area taken by flip-flops and latches: 15.01 µm²
  – Max FFs per register: 1

Synth
  – Number of cells in the yosys synthesis report: 86
  – Yosys Warn Count: 1
  – Area of the synthesized netlist per yosys stat: 631.9 µm²
  – Mapped Area: 631.9 µm²
  – Count of cell types in the netlist: 29
  – Largest cells by area: ha_1 24%, inv_1 10%, mux4_2 7.1%
  – Syn_area_per_cell: 7.347 µm²
  – Synthesized flop and latch total: 1
  – Fraction of post-synthesis cell area in the top cell type by area: 23.76%
  – Largest area contributor in the netlist: ha_1
  – Cell count after synthesis: 86

Floorplanning
  – I/O Pins: 17
  – Cell row count: 21
  – CORE AREA: 0.003416 mm²
  – Die Height: 80 µm
  – Effective utilization at floorplan: 18.50%
  – Total die area: 0.006400 mm²
  – Horizontal extent of the die: 80 µm

Placement
  – Port-buffer cells: 17
  – Hpwl dp: 1471 µm
  – Routability congestion estimate: 0.8112
  – Cells after DPL: 165
  – Area of placed instances: 989.7 µm²

Job
  – Number of max-cap violations: 0
  – Stage-log warning count: 40

Routing
  – Antenna-violating nets left: 0
  – Via density: 4.262
  – Iteration-0 DRC count of the detailed router: 66
  – Via total after detailed routing: 716
  – Number of inserted diodes: 0
  – Pre-Repair DR Iteration Count: 4
  – Detailed-route wire length per cell: 10.12 µm
  – Routed wire length: 1700 µm
  – Post-route DRC: 0

STA
  – Slew Limit Headroom: 75.81%
  – Count of unclocked register or latch pins: 1
  – Final Hold Viols: 0
  – Total negative setup slack: 0 ns
  – Pin slew with the least headroom to its limit: 0.3628 ns
  – Final count of pins violating max slew: 0
  – Fin crit period: 3.313 ns
  – FMAX: 0.3019 GHz
  – Final worst path period share: 97.43%
  – Unrepaired setup endpoints after global routing: false
  – Final setup vio count: 0
  – Number of unconstrained endpoints: 2

Outcome
  – Run status: finished clean

Pwr
  – Power per cell area: 136.1 mW/mm²
  – Worst supply voltage drop on vdd: 35.28 µV
  – Leakage dissipation: 0.0004982 µW

Hold path
  – Min-delay worst type: input port to output pin
==> repair_timing <==
item | CTS | global route
hold buffers | 0 | 0
pin swaps | 4 | 4
buffers inserted | 2 | 1
resized | 23 | 10
setup endpoints to repair | 4 | 3
==> kinds of logic after synthesis <==
group           share of synthesized area [%]
mux                                     7.128
latches                                 2.376
fa+ha+maj                               30.10
buf+inv                                 13.27
compound gates                          24.95
simple gates                            18.02
xor+xnor                                4.159
==> how the worst min path moves through the flow <==
| stage | start | endpoint | slack [ns] | cells past startpoint |
|---|---|---|---|---|
| global route | alu_op[1] | zero | 2.11 | 4 |
| CTS | alu_op[1] | zero | 2.06 | 4 |
| finish | a[2] | result[3] | 2.06 | 7 |
==> through the flow <==
step	hold slack [ns]	setup slack, ns	power [µW]	utilization (%)
after CTS	2.064	0.002924	142.3	30.81
final	2.055	0.08729	146.5	31.50
after floorplan	1.522	0.6688	66.17	-
after global routing	2.112	0.002246	162.6	31.50
after detailed placement	2.561	-0.4919	131.0	28.97
after global placement	2.573	-0.4579	129.8	28.97
==> cells in the mapped netlist, drive strengths merged <==
cell	count
o22ai	2
dlxtn	1
or3	1
o32a	1
o211ai	2
nor4	2
nor2b	2
nand2	7
or2b	1
buf	4
o21ai	7
xnor2	1
inv	17
a21oi	4
a32oi	2
o311ai	1
fa	2
mux4	2
nand3b	1
a21o	1
xor2	2
o31ai	3
nor2	4
o31a	1
nor3	1
ha	12
nand3	2
==> layer usage <==
layer / track usage, % / wire length, µm
met2: 7.303 / 700
met5: 0 / 0
met1: 7.301 / 858
met4: 0.3521 / 12
met3: 1.364 / 128
==> worst max-delay path: stages <==
cell and delay, ns:
dlygate4sd2_1 0.25, inv_1 0.08, ha_2 0.18, inv_1 0.05, fa_2 0.34, xor2_1 0.15
o32a_1 0.17, a32oi_2 0.24, clkdlybuf4s50_1 0.50
==> cells in the final DEF, fill, tap and decap left out, types with 2 or more instances in the layout <==
cell | netlist | routed
ha_2 | 0 | 2
xor2_1 | 2 | 2
dlymetal6s2s_1 | 0 | 3
inv_1 | 17 | 13
nor2_1 | 4 | 3
o22ai_1 | 2 | 2
inv_2 | 0 | 4
o21ai_0 | 6 | 5
ha_1 | 12 | 8
a32oi_2 | 0 | 2
o211ai_1 | 2 | 2
mux4_2 | 2 | 2
buf_4 | 0 | 23
dlygate4sd2_1 | 0 | 5
a21oi_1 | 4 | 3
nand2_1 | 7 | 7
o31ai_1 | 3 | 3
nand3_1 | 2 | 2
nor4_2 | 1 | 2
clkdlybuf4s50_1 | 0 | 7
ha_4 | 0 | 2
==> where the power goes <==
| group | internal, µW | total (µW) | switching, µW |
|---|---|---|---|
| sequential | 1.84 | 2.09 | 0.248 |
| clock | 0 | 0 | 0 |
| combinational | 81.9 | 144 | 62.5 |
| total | 83.7 | 146 | 62.8 |
==> cell type report <==
type | instances | share of cell area [%]
multi-input cells | 64 | 56.28
repair buffers | 40 | 31.05
inverters | 17 | 5.930
well taps | 46 | 5.349
flip-flops and latches | 1 | 1.395
No activity file was given, so power comes from the tool's default toggle rates.
