### design/flow/design.v
module modencounter #( 
    parameter n = 16 
) ( 
    input clk, rst, up_down, 
    output reg [3:0] count
);
always@(posedge clk or negedge rst) begin
    if(!rst) begin  
        count <= 0;
    end
    else if (up_down) begin  
        if(count == n-1) begin  
            count <= 0;
        end
        else begin
            count <= count + 1;
        end
    end
    else begin  
        if (count == 0) begin
            count <= n - 1;
        end
        else begin
            count <= count - 1;
        end
    end
end
endmodule
### design/flow/run.sh
#!/bin/bash
# OpenROAD 26Q1-2900-gdf79404cd8, Yosys 0.63+post, stock flow scripts
make -C /OpenROAD-flow-scripts/flow DESIGN_CONFIG=/design/flow/config.mk WORK_HOME=/design/flow/orfs finish
### design/flow/config.mk
export PLATFORM = sky130hd
export DESIGN_NAME = modencounter
export DESIGN_NICKNAME = modencounter
export VERILOG_FILES = /design/flow/design.v
export SDC_FILE = /design/flow/constraint.sdc
export NUM_CORES = 4
export LEC_CHECK = 1
export CORE_AREA = 10 10 70 70
export DIE_AREA = 0 0 80 80
### design/flow/constraint.sdc
current_design modencounter

set clk_period 1.8
set clk_io_pct 0.2

create_clock -name clk0 -period $clk_period [get_ports {clk}]

set non_clock_inputs [all_inputs -no_clocks]
set_input_delay [expr $clk_period * $clk_io_pct] -clock clk0 $non_clock_inputs
set_output_delay [expr $clk_period * $clk_io_pct] -clock clk0 [all_outputs]
==> out/summary.txt <==
Worst VDD drop -> 0.477 mV
Synth cell count leaders -> 4 x dfrtp_1, 3 x inv_1, 2 x ha_1, 2 x xnor2_1
Slew Limit Fails -> 0
Skew final -> 0.00259 ns
Row count -> 21
Worst stage delay on the critical path -> 0.51 ns
I/O Buffers -> 6
Crit path buf inv count -> 1
Synth Warn # -> 1
Final Setup Violations -> 0
Largest Register -> count
Max clock buf depth -> 2
Chip Area, Yosys -> 218 µm²
Core Area -> 0.00342 mm²
IO Count -> 7
Share of cells above drive strength 1 -> 13.3%
Number of max-cap violations -> 0
Cell Type Count -> 14
Number of enable flip-flop cells -> 0
Synth Seq Share -> 46.0%
Dpl ws -> 0.431 ns
Initial antenna violation count -> 0
Largest registers -> count: 4 flops
Yosys Instances -> 21
Grt ovf -> 0
Setup Buffers After CTS -> 0
Status -> completed
CTS tree -> built
DR vias -> 185
Max H-tree Level -> 1
Largest cells by area after synthesis -> dfrtp_1 46%, ha_1 11%, xnor2_1 8.0%
Vias per Instance -> 2.43
Worst EP arrival -> 1.20 ns
Area grow syn2layout -> 64.4%
Ys async rst share -> 100%
Insertion Delay late pin -> 0.23 ns
FP Core Util -> 6.37%
Worst-path fanout max -> 7
Post-synthesis register bit count -> 4
DRT iter0 DRCs -> 6
Die Y -> 80 µm
WL final -> 507 µm
Drt pass-1 iters -> 3
Post-Syn Instances -> 21
Crit-path cells -> clkdlybuf4s50_1
Final ANT Viol Nets -> 0
Hold Buf Count CTS -> 0
Placed Instances -> 73
Most common cell in the synthesized netlist -> dfrtp_1
Hold Fails Final Rpt -> 0
WL/cell -> 6.67 µm
Leak -> 0.000135 µW
Critical path class -> reg2out
Worst Max-Slew Pin Slew -> 0.229 ns
Largest net degree at the start of global routing -> 8
First-pass GRT wire length -> 821 µm
Yosys top cell area share -> 46.0%
Vias in the first global route -> 185
Setup ws final -> 0.243 ns
Sink Count -> 4
Tool warnings -> 26
Period utilization -> 86.5%
Relative slew margins -> 84.7%
Mapped cell area -> 218 µm²
Crit. End Element -> primary output
Min cycle time layout -> 1.56 ns
Worst-path clk slew -> 0.04 ns
RD Place Congestion -> 0.820
Hold WC Path Type -> in2async
CTS root buf -> clkbuf_4
CP Launch Type -> flip-flop
Main flop type after synthesis -> dfrtp_1
HPWL Detailed -> 392 µm
Area leader, netlist -> dfrtp_1
RSZ-0062 raised after global routing -> no
Largest register FFs -> 4
Die width -> 80 µm
Power density over the cells -> 1280 mW/mm²
Final std cells w/o fill -> 76
Inserted Clock Buffers -> 3
Drc violations -> 0
Ant diodes -> 0
Setup TNS -> 0 ns
Finished Cell Area -> 358 µm²
GR Util All Layers -> 1.67%
PostCTS Resize Cnt -> 0
Crit-path slowest cell -> clkdlybuf4s50_1
Worst Path Required -> 1.44 ns
Synth Area per Inst -> 10.4 µm²
Max Clk Rate -> 642 MHz
CP delay by family, top -> buffers and inverters
Placed Area -> 335 µm²
Die area -> 0.00640 mm²
[per-stage QoR]
step           power (µW)  utilization (%)  hold slack, ns
5_1_grt               509             10.5           0.331
6_report              459             10.5           0.335
3_5_place_dp          354             9.82           0.548
3_3_place_gp          355             9.82           0.541
2_1_floorplan         252                -          0.0644
4_1_cts               471             10.5           0.328
[cell families (layout without fill, tap and decap cells)]
logic type | count (synthesis) | count (layout) | synth area share [%]
and+or+nand+nor | 3 | 3 | 8.05
AOI/OAI and AO/OA | 5 | 5 | 14.9
xor gates and xnor gates | 2 | 2 | 8.05
adders and majority gates | 2 | 2 | 11.5
buffers and inverters | 4 | 13 | 6.89
muxes | 1 | 1 | 4.60
DFF | 4 | 4 | 46.0
[final timing paths]
| check | slack, ns | endpoint | cells past startpoint | from |
|---|---|---|---|---|
| min | 0.33 | count[0] | 1 | rst |
| max | 0.24 | count[0] | 1 | count[0] |
| max reg2reg | 0.46 | count[3] | 5 | count[0] |
| min reg2reg | 0.56 | count[0] | 1 | count[0] |
| max in group asynchronous | 1.29 | count[3] | 1 | rst |
| min in group clk0 | 0.56 | count[0] | 1 | count[0] |
[per-layer routing]
layer  track usage [%]  up-vias  part of all wire [%]
met1              2.40       85                    57
met3              1.82        0                    16
met5                 0        -                     0
li1                  -       91                     -
met2              1.52        9                    27
met4             0.176        0                     0
[final cells by class]
cell class              instances  area [µm²]
clock buffers                   3        22.5
fillers                       407        3060
inverters                       4        15.0
multi-input cells              13         103
flip-flops and latches          4         100
well taps                      46        57.6
repair buffers                  6        60.1
[cells in the final DEF, fill, tap and decap left out]
cell type,n
o21ai_0,1
or4_1,1
xnor2_1,2
dfrtp_1,4
a31oi_1,1
inv_2,1
mux2i_1,1
ha_1,2
clkbuf_4,3
clkdlybuf4s50_1,6
inv_1,3
nor2_1,1
o21bai_1,1
a221oi_1,1
a21oi_1,1
or3_1,1
[power breakdown]
group | leakage [µW] | switching [µW] | internal, µW | total, µW
combinational | 0.0000719 | 54.2 | 119 | 173
sequential | 0.0000492 | 52.0 | 126 | 178
clock | 0.0000138 | 33.9 | 74.4 | 108
Power is estimated from default activity; no workload was simulated.
